==> design.v <==
module bitserialadd(input  clk,
                    input  reset,
                    input  a,
                    input  b,
                    output q);
  localparam S0 = 0, S1 = 1, S2 = 2, S3 = 3;    
  (* syn_encoding = "default" *) reg [1:0] state, statenext;
  always @(posedge clk)
   begin
    if (reset)        
      state <= S0;    
    else
      state <= statenext;
   end
  always @(*)
   begin
   statenext = state;   
   case (state)
     S0,S1: begin
     	    if (a & b)
     	      statenext = S2;
     	    else if (a | b)
     	      statenext = S1;
     	    else 
     	      statenext = S0;
         end
     S2,S3: begin
     	    if (a & b)
     	      statenext = S3;
     	    else if (a | b)
     	      statenext = S2;
     	    else 
     	      statenext = S1;
            end
     default:          
            statenext = S0;
     endcase
   end
   assign q = ((state == S1) || (state == S3)) ? 1'b1 : 1'b0;
endmodule
module top(
	input clock,
	input [3:0] key,
	output [9:0] led);
   bitserialadd dut(clock, key[0], key[1], key[2], led[0]);
endmodule
==> run.sh <==
#!/bin/bash
# OpenROAD 26Q1-2900-gdf79404cd8, Yosys 0.63+post, stock flow scripts
make -C /OpenROAD-flow-scripts/flow DESIGN_CONFIG=/design/flow/config.mk WORK_HOME=/design/flow/orfs finish
==> config.mk <==
export PLATFORM = sky130hd
export DESIGN_NAME = top
export DESIGN_NICKNAME = top
export VERILOG_FILES = /design/flow/design.v
export SDC_FILE = /design/flow/constraint.sdc
export NUM_CORES = 4
export LEC_CHECK = 1
export CORE_AREA = 10 10 70 70
export DIE_AREA = 0 0 80 80
==> constraint.sdc <==
current_design top

set clk_period 1.1
set clk_io_pct 0.2

create_clock -name clk0 -period $clk_period [get_ports {clock}]

set non_clock_inputs [all_inputs -no_clocks]
set_input_delay [expr $clk_period * $clk_io_pct] -clock clk0 $non_clock_inputs
set_output_delay [expr $clk_period * $clk_io_pct] -clock clk0 [all_outputs]
==> results_slide.txt <==
Physical Implementation Snapshot

Status
  • Status: finished with violations
  • Failing checks: negative setup slack

Floorplan
  • Die height: 80 um
  • Num ports: 15
  • Chip Area: 6400 um2
  • Core Rows: 21
  • FP Util: 8.53%
  • Die width: 80 um
  • Total core area: 3420 um2

Route
  • Wire length on met3: 51 um
  • Antenna Cells: 0
  • DR pass1 iterations: 4
  • Drc violations: 0
  • DRT Wirelength: 584 um
  • Iter 0 DRT Violations: 6
  • Met2 Wirelength: 233 um
  • Vias per Instance: 2.30
  • Highest metal used: met3
  • Wire per inst: 6.56 um
  • M1 WL: 300 um
  • Routed vias: 205
  • Routed Antenna Nets: 0

Final layout
  • Finished Layout Cells: 89
  • P&R area growth vs syn: 46.8%
  • Largest reg by FF count: dut.state
  • Number of fill cells in the layout: 408
  • FF+latch area: 82.6 um2
  • Max FFs per register: 4
  • Logic area: 175 um2
  • Share of layout cells above drive strength 1: 37.2%
  • Regs by FF count: dut.state x4

Final timing
  • Final worst-path cycle share: 101%
  • Minimum period implied by the final worst setup slack: 1.11 ns
  • Layout Skew: 0.00111 ns
  • Final total negative setup slack: -0.00611 ns
  • Max Clk Rate: 0.904 GHz
  • WHS: 0.578 ns
  • Final Hold Vio Count: 0
  • Final setup fails: 1
  • Unrepaired setup endpoints after global routing: yes
  • Final WS setup: -0.00611 ns
  • Max-slew violations: 0

Worst setup path
  • Worst-path maximum fanout: 2
  • CP Capture Type: primary output
  • Critical path launch point type: register
  • Reg2reg setup slack: 0.08 ns
  • CP required: 0.88 ns
  • Arrival time worst endpoint: 0.89 ns
  • Setup Crit Path Kind: register to primary output

Clock network
  • CTS buffer count: 3
  • Post-CTS Hold Buffers: 0
  • Htree depth: 1
  • Clock sinks: 4
  • Clk pin slew, worst setup/hold paths: 0.04 ns
  • TritonCTS clock tree: yes
  • Post-CTS setup buffer count: 0
  • Longest Clk Path Bufs: 2
  • CTS root buf: clkbuf_4
  • Clk latency late pin: 0.23 ns

Logic synthesis
  • Yosys Warn Count: 10
  • Synth cell types: 14
  • Post-synthesis sequential area ratio: 27.5%
  • YS chip area: 292 um2
  • Syn_area_per_cell: 8.83 um2
  • Post-Synthesis Cells: 33
  • Ys flops: 4
  • Cell count listed in synth_stat.txt: 33
  • Cell Area, Synth: 292 um2

Pwr
  • Design Power: 411 uW
  • VDD IR-drop max: 0.365 mV
  • Pwr/cell area: 961 nW/um2
  • Leakage dissipation: 0.000181 uW

GRT
  • First-pass GRT wire length: 1050 um
  • Initial antenna violation count: 0
  • Largest net degree at the start of global routing: 6
  • Tot GR Track Use: 1.99%
  • Vias in the first global route: 270
  • Grt total ovfl: 0

Place
  • DP Cell Count: 86
  • PortBufs: 4
  • DP Worst Slack: -0.489 ns
  • Final GP Congestion: 0.691

Min path
  • Worst Hold Class: input port to register

Job
  • Number of max-cap violations: 0
  • Tool Warnings: 31
==> cells in the mapped netlist <==
cell	n	area share, %
conb_1	1	1.3
inv_1	2	2.6
o21ai_0	2	3.4
or3_1	1	2.1
dfxtp_1	4	27
ha_1	4	17
or2_2	1	2.1
o211ai_1	2	5.1
a21oi_1	2	3.4
buf_4	10	26
nand2b_1	1	2.1
nor3b_1	1	2.6
o21bai_1	1	2.6
nor2_2	1	2.1
==> cells by family after synthesis <==
group	share of synthesized area, %
flops	27.5
fa+ha+maj	17.2
buf+inv	28.3
compound gates	14.6
simple gates	11.2
other cells	1.29
==> path summary, 6_finish.rpt <==
| kind | start | end | cells after the start |
|---|---|---|---|
| worst min-delay path | key[2] | dut.state[3]$_DFF_P_ | 3 |
| worst max register to register | dut.state[2]$_DFF_P_ | dut.state[2]$_DFF_P_ | 4 |
| worst min register to register | dut.state[0]$_DFF_P_ | dut.state[0]$_DFF_P_ | 2 |
| worst max-delay path | dut.state[3]$_DFF_P_ | led[0] | 2 |
==> layout make-up <==
type | instances | area share, %
Inverter | 2 | 1.75
Multi-Input combinational cell | 25 | 40.9
Timing Repair Buffer | 9 | 19.3
Tap cell | 46 | 13.5
Clock buffer | 3 | 5.26
Sequential cell | 4 | 19.3
==> worst max-delay path, stage by stage, from the launching register on <==
cell and delay, ns:
dfxtp_2 0.31, or2_4 0.24, buf_6 0.11
==> routing by layer <==
| metal | track usage (%) | vias to the layer above |
|---|---|---|
| li1 | - | 110 |
| met2 | 2.73 | 10 |
| met4 | 0.704 | 0 |
| met1 | 2.26 | 85 |
| met3 | 1.59 | 0 |
| met5 | 0 | - |
==> power by group <==
group	switching [uW]	total, uW	internal [uW]
Clock	60.4	183	122
Combinational	28.8	69.9	41.1
Sequential	5.03	159	154
Total	94.3	411	317
==> cell usage in the layout (no fill, tap or decap) <==
cell	n
a21oi_2	1
buf_6	2
o21bai_1	1
or3_1	1
inv_1	2
dfxtp_1	2
dfxtp_2	2
clkdlybuf4s50_1	1
nor3b_1	1
conb_1	9
o21ai_0	2
clkbuf_4	3
or2_4	1
a21oi_1	1
nand2b_1	1
buf_4	4
nor2_4	1
clkdlybuf4s15_1	2
ha_2	2
o211ai_1	2
ha_1	2
==> timing repair <==
action,in CTS,in global routing
pin swaps,3,4
setup endpoints to repair,3,3
gates resized,10,6
cloned,0,0
==> metrics by stage <==
step                utilization [%]  instance area (um2)
global route                   12.5                  428
detailed placement             11.2                  382
floorplan                         -                  322
CTS                            12.1                  413
global placement               11.2                  382
finish                         12.5                  428
Power and IR drop assume default switching activity.
